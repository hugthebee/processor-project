--- flow/design.v ---
`timescale 1ns/10ps
module ha(a, b, sum, carry);
input a, b;
output sum, carry;
xor xor1(sum, a, b);
and and1(carry, a, b);
endmodule
module fa(a, b, cin, sum, carry);
input a, b, cin;
output sum, carry;
wire w1, w2, w3;
xor xor1(w1, a, b);
xor xor2(sum, w1, cin);
and and1(w2, w1, cin);
and and2(w3, a, b);
or or1(carry, w2, w3);
endmodule
module add(a, b, out,cout);
input signed [63:0] a, b;
output signed [63:0] out;
output signed cout;
wire signed [63:0]carry;
genvar i;
generate 
for (i = 0; i < 64; i = i + 1)
begin
    if (i == 0)
        ha ha1(a[0], b[0], out[0], carry[0]);
    else
        fa fa1(a[i], b[i], carry[i - 1], out[i], carry[i]);
    end
    assign cout = carry[63];
endgenerate
endmodule
--- flow/run.sh ---
#!/bin/bash
# OpenROAD 26Q1-2900-gdf79404cd8, Yosys 0.63+post, stock flow scripts
make -C /OpenROAD-flow-scripts/flow DESIGN_CONFIG=/design/flow/config.mk WORK_HOME=/design/flow/orfs finish
--- flow/config.mk ---
export PLATFORM = sky130hd
export DESIGN_NAME = add
export DESIGN_NICKNAME = add
export VERILOG_FILES = /design/flow/design.v
export SDC_FILE = /design/flow/constraint.sdc
export NUM_CORES = 4
export LEC_CHECK = 1
export CORE_AREA = 10 10 113 113
export DIE_AREA = 0 0 123 123
--- flow/constraint.sdc ---
current_design add

set clk_period 49.0
set clk_io_pct 0.2

create_clock -name clk0 -period $clk_period

set non_clock_inputs [all_inputs -no_clocks]
set_input_delay [expr $clk_period * $clk_io_pct] -clock clk0 $non_clock_inputs
set_output_delay [expr $clk_period * $clk_io_pct] -clock clk0 [all_outputs]
==> impl_metrics.py <==
# Flow results
metrics = {
    "sta": {
        "final.setup.tns_ps": 0,
        "max_freq_ghz": 0.0220,
        "period_used_pct": 93.0,
        "hold_viol": 0,
        "worstMarginPinSlew_ps": 125,
        "maxSlewHeadroom_pct": 91.7,
        "final_max_slew_viol_count": 0,
        "setup_violations": 0,
        "period_needed_ps": 45550,
        "rsz0062_at_grt": "no",
    },
    "worst_hold_path": {
        "hold_path_depth": 3,
        "min_path_type": "primary input to output pin",
        "hp-start": "b[0]",
        "holdPathEnd": "out[0]",
    },
    "synthesis": {
        "syn_inst": 133,
        "yosys-stat-area_mm2": 0.00177,
        "yosys_warnings": 0,
        "area_leaders": "fa_1 71%, buf_4 27%, inv_1 1.1%, ha_1 0.71%",
        "ys_seq_share_pct": 0,
        "synth_area_per_cell_um2": 13.3,
        "syn_area_mm2": 0.00177,
        "synth.largest_area_cell": "fa_1",
        "yosysUniqueCellTypes": 4,
        "ys_cells": 133,
        "top_area_share_pct": 71.1,
    },
    "placed_design": {
        "finalWeightedCongestion": 0.845,
        "dp_hpwl_um": 6690,
        "port_buffers": 193,
    },
    "global_routing": {
        "antenna_found_initial": 0,
        "grt_max_degree": 2,
        "gr-total-overflow": 0,
        "grt_util_all_layers_pct": 8.68,
        "grt_pass1_vias": 1728,
        "grt_first_pass_wirelength_um": 10100,
    },
    "drt": {
        "drc": 0,
        "wl_met1_um": 2490,
        "ant_nets": 0,
        "routed-via-count": 1399,
        "wl_met3_um": 1950,
        "drt_wl_total_um": 6800,
        "met2_length_um": 2360,
        "top_layer": "met3",
        "n_antenna_cell": 0,
        "drtIter0Drc": 14,
        "vias_per_cell": 3.52,
        "dr.pass1.iters": 2,
        "wl_per_cell_um": 17.1,
    },
    "die": {
        "dieHeight_um": 123,
        "die_area_mm2": 0.0151,
        "ios": 193,
        "coreArea_mm2": 0.0103,
        "chipWidth_um": 123,
        "num_rows": 37,
        "fp_util_pct": 17.2,
    },
    "worst_setup_path": {
        "path_max_fanout": 1,
        "end_kind": "output pin",
        "cp-start-kind": "primary input",
        "slowest_stage": "clkdlybuf4s50_1",
        "arrival_ps": 35750,
        "crit_required_ps": 39200,
        "worstSetupPathType": "primary input to output pin",
        "cpPeakStageDelay_ps": 450,
        "critPathMostFrequentCell": "fa_1",
    },
    "clock_tree": {
        "hold_buffers": 0,
        "cts_setup_buffers": 0,
        "cts_resized": 0,
    },
    "cells_and_area": {
        "syn2layout_area_growth_pct": 91.5,
        "drive_above_1_share_pct": 0,
        "ff_count": 0,
        "utilization_pct": 32.9,
        "nClkBuffers": 0,
        "lay_top_count": "clkdlybuf4s50_1",
        "flop_area_um2": 0,
        "lay_top_cells": "193 x clkdlybuf4s50_1, 63 x fa_1, 5 x inv_1",
    },
    "flow_run": {
        "log.warning_count": 32,
        "drv_cap": 0,
    },
    "power_and_ir_drop": {
        "powerDensity_mw_per_mm2": 12.7,
        "peakVddDrop_v": 0.00000526,
        "power.leakage_nw": 1.25,
    },
    "run_status": {
        "status": "complete, no violations",
    },
}
==> worst max path at each step <==
stage | startpoint | to | slack, ps | cells past startpoint
finish | a[0] | out[63] | 3450 | 68
CTS | a[0] | out[63] | 3320 | 68
global route | a[0] | out[63] | 2650 | 68
==> Yosys cell counts <==
master,count
fa_1,63
inv_1,5
ha_1,1
buf_4,64
==> critical path, delay by kind of cell <==
| kind | cells | cell delay (ps) |
|---|---|---|
| adder cells (fa/ha/maj) | 64 | 24960 |
| buffers and inverters | 4 | 980 |
==> layout make-up <==
| class | instances | area (µm²) |
|---|---|---|
| Tap cell | 136 | 170 |
| Fill cell | 1014 | 6930 |
| Multi-Input combinational cell | 64 | 1270 |
| Timing Repair Buffer | 193 | 1930 |
| Inverter | 5 | 18.8 |
==> logic make-up after synthesis <==
kind of cell,after synthesis,share of synthesized area (%)
buffers and inverters,69,28.2
adders and majority gates,64,71.8
==> where the power goes <==
group,leakage [nW],switching [mW],internal (mW)
clock network,0,0,0
registers,0,0,0
logic,1.25,0.0111,0.0319
==> per-stage QoR <==
stage | std cells | hold WS, ps | worst slack [ps] | cell area [µm²] | power (mW)
global route | 398 | 20640 | 2650 | 3390 | 0.0487
detailed placement | 398 | 20640 | 3400 | 3390 | 0.0444
CTS | 398 | 20640 | 3320 | 3390 | 0.0445
floorplan | 133 | 19770 | 5110 | 1770 | 0.0209
global placement | 398 | 20630 | 3420 | 3390 | 0.0441
finish | 398 | 20630 | 3450 | 3390 | 0.0430
==> layer usage <==
layer	track usage [%]	vias up
met5	0	-
met4	0	0
met3	8.37	0
met2	11.5	181
met1	10.7	629
li1	-	589
Power and IR drop assume default switching activity.
