**./run.sh**
```bash
#!/bin/bash
# OpenROAD 26Q1-2900-gdf79404cd8, Yosys 0.63+post, stock flow scripts
make -C /OpenROAD-flow-scripts/flow DESIGN_CONFIG=/design/flow/config.mk WORK_HOME=/design/flow/orfs finish
```
**./config.mk**
```make
export PLATFORM = sky130hd
export DESIGN_NAME = pc_update
export DESIGN_NICKNAME = pc_update
export VERILOG_FILES = /design/flow/design.v
export SDC_FILE = /design/flow/constraint.sdc
export NUM_CORES = 4
export LEC_CHECK = 1
export CORE_AREA = 10 10 109 109
export DIE_AREA = 0 0 119 119
```
**./constraint.sdc**
```tcl
current_design pc_update

set clk_period 16.0
set clk_io_pct 0.2

create_clock -name clk0 -period $clk_period

set non_clock_inputs [all_inputs -no_clocks]
set_input_delay [expr $clk_period * $clk_io_pct] -clock clk0 $non_clock_inputs
set_output_delay [expr $clk_period * $clk_io_pct] -clock clk0 [all_outputs]
```
**./design.v**
```verilog
`timescale 1ns/10ps
module pc_update(clk, newPC, icode, valP, valM, valC, cond);
input clk;
input [3:0]icode;
input [63:0]valC;
input [63:0]valP;
input [63:0]valM;
input cond;
output reg [63:0]newPC;
always @(*)
begin
    if (icode == 4'b1001) begin
        newPC = valM;
    end
    else if (icode == 4'b1000) begin
        newPC = valC;
    end
    else if (icode == 4'b0111) begin
        if (cond == 1) begin
            newPC = valC;
        end 
        else begin
            newPC = valP;
        end
    end
    else
    begin
        newPC = valP;
    end
end
endmodule
```
==> results.py <==
# Generated from Yosys and OpenROAD reports
metrics = {
    "timing": {
        "rsz0062_at_grt": "no",
        "setup_viol": 0,
        "slew_violations": 0,
        "period_used_share": 0.5541,
        "setup-tns-final_ns": 0,
        "relSlewSlack": 0.5090,
        "period_needed_ns": 8.866,
        "worst_slew_pin_slew_ns": 0.7365,
        "hold_viol": 0,
        "timing.fmax_mhz": 112.8,
    },
    "floorplan": {
        "die_h_um": 119,
        "row_count": 36,
        "floorplan.core_util": 0.1379,
        "fp.dieW_um": 119,
        "die-area_sq_um": 14160,
        "core-area_sq_um": 9639,
        "pin_count": 262,
    },
    "yosys": {
        "yosys_warnings": 1,
        "ys_cells": 154,
        "syn_inst": 154,
        "yosys_area_sq_um": 1329,
        "netlist_area_sq_um": 1329,
        "avgSynthCellArea_sq_um": 8.628,
        "synth-seq-area-share": 0,
        "synth_cell_types": 14,
    },
    "placement": {
        "dp_cells": 532,
        "gp_congestion": 0.8177,
        "hpwl_um": 8687,
        "portBuffers": 261,
    },
    "drt": {
        "drt-pass1-iter-count": 4,
        "drtIter0Drc": 124,
        "ant_nets": 0,
        "via_count": 2288,
        "diodes": 0,
        "drt_wl_total_um": 10200,
        "viasPerCell": 4.301,
        "wl_per_cell_um": 19.17,
        "drcViolationCount": 0,
    },
    "worst_setup_path": {
        "startpoint_type": "input port",
        "path_delay_family": "buffers and inverters",
        "cp_max_fo": 37,
        "critPathKind": "in2out",
        "end_kind": "output pin",
        "cp_data_arrival_time_ns": 5.67,
        "crit_required_ns": 12.80,
        "path_buffers": 3,
        "crit_path_frequent_cell": "clkdlybuf4s50_1",
        "worstPathCellList": "clkdlybuf4s50_1, nand4bb_2, buf_4, or2_2, o221a_1, clkdlybuf4s50_1",
        "slowest_stage": "nand4bb_2",
        "slowest_delay_ns": 0.67,
    },
    "power_and_ir_drop": {
        "peakVddDrop_mv": 0.009583,
        "total_power_uw": 99.22,
        "cellPowerDensity_nw_per_um2": 24.84,
        "p_leak_uw": 0.001305,
    },
    "cts": {
        "hold_buffers": 0,
        "cts_setup_buffers": 0,
        "post_cts_resized": 0,
    },
    "cells_and_area": {
        "layout_top_cells": "clkdlybuf4s50_1, o221a_1, or2_2, or2_0",
        "ff_count": 0,
        "regArea_sq_um": 0,
        "lay_top_count": "clkdlybuf4s50_1",
        "syn_to_final_growth_pct": 200.6,
        "drive_gt1_frac": 0.1604,
        "nClkBuffers": 0,
        "layout.cells.non_filler": 532,
    },
    "global_route": {
        "grt_max_degree": 65,
        "grt_pass1_wl_um": 15100,
        "grt_pass1_vias": 2487,
        "antenna_found_initial": 0,
        "grt_overflow_total": 0,
        "grt_usage": 0.1320,
    },
    "outcome": {
        "status": "complete, no violations",
    },
    "flow_run": {
        "warnings": 33,
        "drv_cap": 0,
    },
    "hold_path": {
        "hold_path.class": "in2out",
    },
}
metrics by stage:
step | instance area (sq um) | worst slack (ns) | util | hold WS (ns)
5_1_grt | 3994 | 6.904 | 0.4143 | 7.411
2_1_floorplan | 1329 | 8.527 | - | 6.519
3_3_place_gp | 3994 | 7.051 | 0.4143 | 7.395
6_report | 3994 | 7.134 | 0.4143 | 7.389
3_5_place_dp | 3994 | 7.066 | 0.4143 | 7.401
4_1_cts | 3994 | 7.062 | 0.4143 | 7.401
cells in the mapped netlist, drive strengths merged:
library cell	number	area, sq um
o221a	64	720.7
or2	64	400.4
buf	13	131.4
clkbuf	7	26.28
inv	1	3.750
nand4b	1	8.760
nand4bb	1	11.26
o21ai	1	8.760
o22a	1	8.760
or3b	1	8.760
power breakdown:
| part | switching (uW) | leakage, uW | internal (uW) | total (uW) |
|---|---|---|---|---|
| combinational | 20.8 | 0.00131 | 78.5 | 99.2 |
| clock | 0 | 0 | 0 | 0 |
| sequential | 0 | 0 | 0 | 0 |
| total | 20.8 | 0.00131 | 78.5 | 99.2 |
cells by family after synthesis:
logic type,after synthesis,share of synthesized area
AND-OR/OR-AND,66,0.5556
buffers and inverters,21,0.1215
AND/OR/NAND/NOR,67,0.3230
routing by layer:
layer / wire (um) / global-route usage / up-vias / part of all wire
met2: 5198 / 0.2379 / 113 / 0.51
met4: 29 / 0.003053 / 0 / 0.0028
met5: 0 / 0 / - / 0
met1: 4183 / 0.1581 / 1041 / 0.41
li1: - / - / 1132 / -
met3: 787 / 0.04077 / 2 / 0.077
cell type report:
class	count	area, sq um
Fill cell	990	5645
Inverter	1	3.754
Multi-Input combinational cell	133	1181
Tap cell	133	166.4
Timing Repair Buffer	265	2643
worst paths after layout:
path / startpoint / to / slack, ns / depth (start not counted)
max: icode[1] / newPC[43] / 7.13 / 6
min: valC[2] / newPC[2] / 7.39 / 3
tightest hold or removal path, stage by stage:
cell and delay (ns):
clkdlybuf4s50_1 0.39, o221a_1 0.20, clkdlybuf4s50_1 0.40
Power figures rest on the tool's default switching activity, not on a simulated workload.
