**/design/flow/design.v**
```verilog
`timescale 1ns/10ps
module andop(I1,I2,R);
input [63:0]I1;
input [63:0]I2;
output [63:0]R;
genvar i;
generate 
    for(i=0;i<64;i=i+1)
    begin
        and a0(R[i],I1[i],I2[i]);
    end
endgenerate
endmodule
```
**/design/flow/run.sh**
```bash
#!/bin/bash
# OpenROAD 26Q1-2900-gdf79404cd8, Yosys 0.63+post, stock flow scripts
make -C /OpenROAD-flow-scripts/flow DESIGN_CONFIG=/design/flow/config.mk WORK_HOME=/design/flow/orfs finish
```
**/design/flow/config.mk**
```make
export PLATFORM = sky130hd
export DESIGN_NAME = andop
export DESIGN_NICKNAME = andop
export VERILOG_FILES = /design/flow/design.v
export SDC_FILE = /design/flow/constraint.sdc
export NUM_CORES = 4
export LEC_CHECK = 1
export CORE_AREA = 10 10 82 82
export DIE_AREA = 0 0 92 92
```
**/design/flow/constraint.sdc**
```tcl
current_design andop

set clk_period 1.0
set clk_io_pct 0.2

create_clock -name clk0 -period $clk_period

set non_clock_inputs [all_inputs -no_clocks]
set_input_delay [expr $clk_period * $clk_io_pct] -clock clk0 $non_clock_inputs
set_output_delay [expr $clk_period * $clk_io_pct] -clock clk0 [all_outputs]
```
==> flow_summary_export.csv <==
group,metric,value,unit
sta,post-route-period-util,94.31,%
synthesis,syn_inst,64,
synthesis,ys_area,400.4,sq um
run,cap_violations,0,
final_layout,instances_no_fill,326,
synthesis,ys_top_logic_family,"simple AND/OR/NAND/NOR gates",
sta,period_minus_slack,943.1,ps
grt,antenna_found_initial,0,
sta,slew_headroom,95.53,%
synthesis,ys_warn_count,0,
placed_design,place_area,2410,sq um
sta,hold_viol_final,0,
drt,wl,5070,um
final_layout,area.growth.synth_to_final,385.3,%
sta,setup_viol,0,
placed_design,gp_congestion,0.8288,
synthesis,ys_types,1,
run,warning_count,32,
synthesis,yosys.area.top_type_share,100.0,%
die,chip_area,8464,sq um
die,core_area,5075,sq um
synthesis,top_area_cell,"and2_1",
synthesis,synthesis.area,400.4,sq um
grt,grt_pass1_vias,1176,
synthesis,synthTopCellsByArea,"and2_1 100%",
die,die-height,92,um
drt,dr.pass1.iters,4,
final_layout,fill_cells,628,
final_layout,seq_cells,0,
drt,vias,1079,
grt,grt_overflow,0,
final_layout,seq_area,0,sq um
synthesis,synth.avg_cell_area,6.256,sq um
final_layout,nClkBuffers,0,
drt,viasPerCell,3.310,
drt,ant_nets,0,
setup_path,critPathArrivalTime,740,ps
setup_path,cp-end-kind,"output port",
drt,wire_per_inst,15.55,um
status,run_status,"completed",
final_layout,drive_gt1_share,25.00,%
placed_design,port_buffers,192,
synthesis,yosys_cells,64,
final_layout,logic_area,402.9,sq um
setup_path,slowest_delay,230,ps
final_layout,final_area,1943,sq um
setup_path,start_kind,"primary input",
grt,grt_max_degree,2,
die,rows,26,
setup_path,cp_max_fo,1,
drt,drt_iter0_drc,1,
placed_design,hpwlAfterDp,4883,um
drt,post-route-drc-count,0,
synthesis,synth_seq_share,0,%
grt,grt_pass1_wl,7258,um
synthesis,xor_area_share,0,%
setup_path,cp.required,800,ps
cts,hold_buffers,0,
sta,max_freq,1.060,GHz
setup_path,criticalPathCategory,"primary input to output port",
pwr,p_per_area,258.9,nW/um^2
pwr,p_leak,0.001152,uW
die,fp_util,7.890,%
synthesis,simple_gate_share,100.0,%
drt,n_antenna_cell,0,
die,num_io_pins,192,
final_layout,fin_util,38.29,%
setup_path,crit_chain,"dlygate4sd2_1, and2_1, clkdlybuf4s15_1",
synthesis,compound_area_share,0,%
pwr,vdd_drop_max,83.06,uV
die,die_w,92,um
synthesis,fa_ha_area_share,0,%
sta,rsz0062_at_grt,"no",
sta,drv_slew,0,
synthesis,muxShareOfSynthArea,0,%
grt,grt_usage,10.78,%
min_path,holdCritPathClass,"primary input to output port",
sta,tightest_slew,67.07,ps
setup_path,slowest_stage,"dlygate4sd2_1",
placed_design,place_inst,326,
## layout make-up
type               instances  area share (%)
well taps                 70           4.507
multi-input cells         64           20.73
repair buffers           192           74.76
## logic make-up (layout without fill, tap and decap cells)
group | Yosys count | count (layout)
and+or+nand+nor | 64 | 64
buffers and inverters | 0 | 192
## Yosys cell counts, drive strengths merged
master,n
and2,64
## worst paths after layout
check	start	endpoint	slack (ps)	depth (start not counted)
setup / recovery	I2[1]	R[1]	60	3
hold / removal	I1[3]	R[3]	760	3
## per-layer routing
metal | share of wire (%) | vias up | track usage, %
met3 | 11 | 0 | 4.448
met2 | 51 | 97 | 19.88
li1 | - | 576 | -
met5 | 0 | - | 0
met1 | 38 | 406 | 11.96
met4 | 0 | 0 | 0
## critical path: cells and delay by family
| family | cells | cell delay, ps |
|---|---|---|
| buffers and inverters | 2 | 400 |
| and+or+nand+nor | 1 | 140 |
## cell usage in the layout (no fill, tap or decap)
master	synthesis	layout
dlygate4sd2_1	0	128
and2_4	0	1
clkdlybuf4s15_1	0	1
buf_2	0	62
buf_6	0	1
and2_1	64	63
## per-stage QoR
stage	hold WS (ps)	total power, uW	worst slack (ps)	TNS [ps]
finish	764.5	503.1	56.90	0
global route	779.6	564.1	35.02	0
CTS	770.5	518.4	54.14	0
detailed placement	1312	817.2	-493.8	-27970
global placement	1315	814.7	-489.9	-27860
floorplan	471.9	62.80	486.4	0
## power breakdown
group / internal (uW) / total [uW] / switching, uW
registers: 0 / 0 / 0
clock network: 0 / 0 / 0
logic: 401 / 503 / 102
## what timing repair did
item                       4_1_cts  5_1_grt
hold endpoints to repair         0        0
resized                        327        0
setup endpoints to repair       64        0
buffers inserted                 0        0
Power is estimated from default activity; no workload was simulated.
